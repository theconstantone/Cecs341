## ./run.sh

```bash
#!/bin/bash
# OpenROAD 26Q1-2900-gdf79404cd8, Yosys 0.63+post, stock flow scripts
make -C /OpenROAD-flow-scripts/flow DESIGN_CONFIG=/design/flow/config.mk WORK_HOME=/design/flow/orfs finish
```

## ./config.mk

```make
export PLATFORM = sky130hd
export DESIGN_NAME = ALU_ALUCONTROL
export DESIGN_NICKNAME = ALU_ALUCONTROL
export VERILOG_FILES = /design/flow/design.v
export SDC_FILE = /design/flow/constraint.sdc
export NUM_CORES = 4
export LEC_CHECK = 1
export CORE_UTILIZATION = 40
```

## ./constraint.sdc

```tcl
current_design ALU_ALUCONTROL

set clk_period 18.3
set clk_io_pct 0.2

create_clock -name clk0 -period $clk_period

set non_clock_inputs [all_inputs -no_clocks]
set_input_delay [expr $clk_period * $clk_io_pct] -clock clk0 $non_clock_inputs
set_output_delay [expr $clk_period * $clk_io_pct] -clock clk0 [all_outputs]
```

## ./design.v

```verilog
`timescale 1ns / 1ps
module ALU(ALU_Ctl, A, B, Output, Zero_Flag);
	input [3:0] ALU_Ctl;
	input [31:0] A, B;
	output reg [31:0] Output;
	output  Zero_Flag;
	always @(ALU_Ctl, A, B) begin
		case(ALU_Ctl)
		4'b0000: Output = A & B;	 
		4'b0001: Output =  A | B;	 
		4'b0010: Output = A + B;	 
		4'b0110: Output = A - B; 	 
		4'b0111: Output = ( A < B ) ? 32'b1 : 32'b0;  
		4'b1100: Output = ~( A | B );  
		default : Output = 32'hX;
		endcase
	end
	assign Zero_Flag = (Output) ? 1'b0 : 1'b1;
endmodule
`timescale 1ns / 1ps
module ALU_ALUCONTROL(
input   [5:0] FuncCode,
	input   [1:0] ALU_op,
	input  [31:0] A, B,
	output  [31:0] Output,
	output 		  Zero_Flag
    );
		wire [3:0] ALU_Ctl;
		ALU_Control	a1( FuncCode , ALU_op, ALU_Ctl);
		ALU alu1 ( ALU_Ctl, A, B, Output, Zero_Flag);
endmodule
`timescale 1ns / 1ps
module ALU_Control(FuncCode , ALU_op, ALU_Ctl);
	input [5:0] FuncCode;
	input [1:0] ALU_op;
	output reg[3:0] ALU_Ctl;
	always @(FuncCode, ALU_op) begin
		casex({FuncCode, ALU_op})
		{6'b100000, 2'b10} : ALU_Ctl = 4'b0010;   
		{6'b100010, 2'b10} : ALU_Ctl = 4'b0110;  
		{6'b100100, 2'b10} : ALU_Ctl = 4'b0000;  
		{6'b100101, 2'b10} : ALU_Ctl = 4'b0001;  
		{6'b101010, 2'b10} : ALU_Ctl = 4'b0111;  
		{6'b100111, 2'b10} : ALU_Ctl = 4'b1100;  
		{6'bXXXXXX, 2'b00} : ALU_Ctl = 4'b0010;  
		{6'bXXXXXX, 2'bX1} : ALU_Ctl = 4'b0110;  
		default: ALU_Ctl = 4'bXXXX;
		endcase
	end
endmodule
```

==> out/qor.yml <==
yosys:
  ys_chip_area_mm2: 0.00598
  top_cells_by_count: "nor2_1 (106), ha_1 (104), inv_1 (99)"
  simple_gate_share_pct: 23.2
  synth_top_cell_by_area: "ha_1"
  yosys.area_share.aoi_pct: 37.7
  syn_avg_cell_area_um2: 6.55
  syn_inst: 913
  postSynthSeqShare_pct: 0
  ys_top_logic_family: "AND-OR/OR-AND gates"
  syn-cell-area_mm2: 0.00598
  synthXorXnorAreaFrac_pct: 6.00
  area_leaders: "ha_1 (22%), a21oi_1 (7.7%), nor2_1 (6.6%), inv_1 (6.2%), xnor2_1 (4.0%)"
  synthAdderAreaFrac_pct: 22.4
  synth_cell_type_count: 76
  synth_dominant_cell_count: "nor2_1"
  mux_area_share_pct: 0.836
  yosys_cells: 913
  yosysWarnings: 2
  synth.top_cell.area_share_pct: 21.7
sta:
  tns_ps: 0
  hold_slack_ps: 8510
  min_period_ps: 11950
  setup_violations: 0
  max_slew_margin_pct: 45.9
  report.final.hold_viol_count: 0
  fin_crit_sh_pct: 65.3
  finalMaxSlewViolations: 0
  setup_ws_ps: 6350
  rsz0062_at_grt: "false"
  worst_slew_pin_slew_ps: 810
  max_freq_mhz: 83.7
drt:
  wl_met2_mm: 9.37
  ant_nets: 0
  wl_met1_mm: 10.7
  num_vias: 6960
  dr.pass1.iters: 5
  vias_per_cell: 5.98
  drt_iter0_drc: 792
  routed_wl_mm: 22.2
  top_layer: "met4"
  wl_per_cell_um: 19.0
  wl_met3_mm: 1.70
  drc: 0
  antenna-diode-count: 0
die:
  io_pins: 105
  die_y_um: 124
  num_rows: 44
  core_mm2: 0.0146
  fp-utilization_pct: 41.0
  die_width_um: 124
  die_area_mm2: 0.0155
clock_network:
  cts_resized: 0
  post_cts_buffers: 0
  cts_hold_buf: 0
setup_path:
  cp_max_fo: 5
  crit_end: "Zero_Flag"
  crit_type: "in2out"
  setup.worst_path.start: "B[0]"
  worstSetupStartpointType: "primary input"
  endpoint_kind: "output pin"
  worst_ep_arrival_time_ps: 8290
  critPathRequiredTime_ps: 14640
placement:
  dpl.cell_count: 1164
  place_ws_ps: 6390
  io_buffers: 105
  globalplace.congestion: 0.981
  dp_hpwl_mm: 17.8
run:
  maxCapViolations: 0
  warning_count: 104
power_and_ir_drop:
  p_leak_nw: 3.16
  pwr-share-clk_pct: 0
  power_frac_comb_pct: 100.0
  power_density_mw_per_mm2: 32.8
  switching_share_pct: 56.7
  ir_drop_mv: 0.0134
  p_int_uw: 102
  power.switching_uw: 133
  seq_power_share_pct: 0
  fin_total_pwr_uw: 234
layout:
  regArea_um2: 0
  syn2layout_area_growth_pct: 19.2
  final_cells: 1164
  clkbuf_count: 0
  ff_count: 0
  fill_cells: 1504
  drive_gt1_share_pct: 4.29
status:
  outcome: "completed"
min_path:
  worstHoldPathType: "in2out"
global_routing:
  grt_pass1_wl_mm: 35.3
  track_usage_pct: 28.3
  grt-ovfl-total: 0
  grt_pass1_vias: 6343
  grt_max_degree: 38
  grt_antenna_before_repair: 0
critical path, stage by stage:
cell and delay (ps):
clkdlybuf4s50_1 540, ha_1 260, inv_1 70, fa_1 390, nand2b_1 210, a2111oi_4 510
o21ai_1 190, a2111oi_1 590, or3b_1 340, mux2i_1 210, a21oi_1 90, nor4_1 270
nand4b_1 190, nor2_1 140, nor3b_2 160, clkdlybuf4s50_1 470
worst min path at each step:
stage         startpoint         end  depth (start not counted)
finish             B[31]  Output[31]                          5
global route       B[31]  Output[31]                          5
CTS                B[31]  Output[31]                          5
routing by layer:
metal  vias to the layer above  track usage [%]
li1                       3443                -
met1                      3192             45.2
met2                       305             41.4
met3                        20             3.02
met4                         0             4.11
met5                         -                0
placed cells by master, fill, tap and decap left out, types with 4 or more instances in the layout:
cell type	Yosys	final
xnor2_1	27	27
nand2_1	51	51
clkdlybuf4s50_1	0	104
or2_2	6	6
ha_1	104	104
nand3_1	22	22
o22ai_1	6	6
o211ai_1	16	16
or4_1	4	4
or3_1	5	5
inv_1	99	99
nor4_1	8	8
o2111ai_1	5	5
nand2b_1	14	14
o21ai_0	43	43
and3_1	8	8
a21oi_1	92	91
a221oi_1	8	8
nor2b_1	12	12
a21o_1	15	15
a2111oi_0	9	9
o21bai_1	8	8
o211a_1	4	4
a211oi_1	10	10
o21a_1	7	7
a31oi_1	18	18
buf_4	2	9
a311oi_1	4	4
a211o_1	5	5
nand4_1	9	9
o21ai_1	7	6
nor2_1	106	106
a22oi_1	10	10
mux2i_1	5	5
o31ai_1	9	9
xor2_1	14	14
nor3_1	26	25
power groups by stage:
stage / clock (mW) / combinational (mW) / sequential (mW)
CTS: 0 / 0.231 / 0
global route: 0 / 0.256 / 0
finish: 0 / 0.234 / 0
cell families (layout without fill, tap and decap cells):
group | after synthesis | in the layout
mux | 5 | 5
fa+ha+maj | 106 | 106
buf+inv | 149 | 216
xor+xnor | 41 | 41
compound gates | 325 | 325
simple gates | 287 | 287
metrics by stage:
step / instance area (µm²) / util (%)
global placement: 7130 / 48.9
finish: 7130 / 48.9
global route: 7130 / 48.9
floorplan: 5980 / -
CTS: 7130 / 48.9
detailed placement: 7130 / 48.9
layout make-up:
type               instances  area (µm²)  area share (%)
repair buffers           114        1110            15.6
inverters                102         383            5.37
well taps                184         230            3.23
multi-input cells        764        5410            75.8
Power is estimated from default activity; no workload was simulated.
