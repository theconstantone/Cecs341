### /design/flow/run.sh
#!/bin/bash
# OpenROAD 26Q1-2900-gdf79404cd8, Yosys 0.63+post, stock flow scripts
make -C /OpenROAD-flow-scripts/flow DESIGN_CONFIG=/design/flow/config.mk WORK_HOME=/design/flow/orfs finish
### /design/flow/constraint.sdc
current_design CPU_EU

set clk_period 22.8
set clk_io_pct 0.2

create_clock -name clk0 -period $clk_period [get_ports {clk}]

set non_clock_inputs [all_inputs -no_clocks]
set_input_delay [expr $clk_period * $clk_io_pct] -clock clk0 $non_clock_inputs
set_output_delay [expr $clk_period * $clk_io_pct] -clock clk0 [all_outputs]
### /design/flow/config.mk
export PLATFORM = sky130hd
export DESIGN_NAME = CPU_EU
export DESIGN_NICKNAME = CPU_EU
export VERILOG_FILES = /design/flow/design.v
export SDC_FILE = /design/flow/constraint.sdc
export NUM_CORES = 4
export LEC_CHECK = 1
export CORE_UTILIZATION = 50
### /design/flow/design.v
`timescale 1ns / 1ps
module ALU(ALU_Ctl, A, B, Output, Zero_Flag);
	input [3:0] ALU_Ctl;
	input [31:0] A, B;
	output reg [31:0] Output;
	output  Zero_Flag;
	always @(ALU_Ctl, A, B) begin
		case(ALU_Ctl)
		4'b0000: Output = A & B;	 
		4'b0001: Output =  A | B;	 
		4'b0010: Output = A + B;	 
		4'b0110: Output = A - B; 	 
		4'b0111: Output = ( A < B ) ? 32'b1 : 32'b0;  
		4'b1100: Output = ~( A | B );  
		default : Output = 32'hX;
		endcase
	end
	assign Zero_Flag = (Output) ? 1'b0 : 1'b1;
endmodule
`timescale 1ns / 1ps
module ALU_Control(FuncCode , ALU_op, ALU_Ctl);
	input [5:0] FuncCode;
	input [1:0] ALU_op;
	output reg[3:0] ALU_Ctl;
	always @(FuncCode, ALU_op) begin
		casex({FuncCode, ALU_op})
		{6'b100000, 2'b10} : ALU_Ctl = 4'b0010;   
		{6'b100010, 2'b10} : ALU_Ctl = 4'b0110;  
		{6'b100100, 2'b10} : ALU_Ctl = 4'b0000;  
		{6'b100101, 2'b10} : ALU_Ctl = 4'b0001;  
		{6'b101010, 2'b10} : ALU_Ctl = 4'b0111;  
		{6'b100111, 2'b10} : ALU_Ctl = 4'b1100;  
		{6'bXXXXXX, 2'b00} : ALU_Ctl = 4'b0010;  
		{6'bXXXXXX, 2'bX1} : ALU_Ctl = 4'b0110;  
		default: ALU_Ctl = 4'bXXXX;
		endcase
	end
endmodule
`timescale 1ns / 1ps
module CPU_EU(clk, RegDst, ALUSrc, ALUOp, RegWrite, MemtoReg, Instruction, SEImm,
	RAM_Address, Data_to_RAM, Data_from_RAM, Zero);
	input 			clk, RegDst, ALUSrc, RegWrite, MemtoReg;
	input [1:0]		ALUOp;
	input [25:0]	Instruction;
	input [31:0]	Data_from_RAM;
	output [31:0]	SEImm, RAM_Address, Data_to_RAM;
	output			Zero;
	wire	[4:0]		WriteRegister;
	wire	[3:0]		ALUCtl;
	wire	[31:0]	SE, ReadData1, ReadData2, ALU_InputB, RegWriteData, ALU_Result;
	Mux2to1_5bit 	RegDstMux(.Input0(Instruction[20:16]), .Input1(Instruction[15:11]), .Sel(RegDst), .Output_Mux(WriteRegister));
	Mux2to1_32bit  MemToRegMux(.Input0(ALU_Result), .Input1(Data_from_RAM), .Sel(MemtoReg), .Output_Mux(RegWriteData));
	Mux2to1_32bit	ALUSrcMux(.Input0(ReadData2), .Input1(SE), .Sel(ALUSrc), .Output_Mux(ALU_InputB));
	RegFile32		RF32(.Read1(Instruction[25:21]), .Read2(Instruction[20:16]), .WriteReg(WriteRegister), .WriteData(RegWriteData), .clock(clk), .RegWrite(RegWrite), .Data1(ReadData1), .Data2(ReadData2));
	SignExtend_16to32	SE32(.SE_In(Instruction[15:0]), .SE_Out(SE));
	ALU_Control		ALUCtlr(.FuncCode(Instruction[5:0]), .ALU_op(ALUOp), .ALU_Ctl(ALUCtl));
	ALU	 			ALU(.A(ReadData1), .B(ALU_InputB), .ALU_Ctl(ALUCtl), .Zero_Flag(Zero), .Output(ALU_Result));
	assign RAM_Address = ALU_Result;
	assign Data_to_RAM = ReadData2;
	assign SEImm = SE;
endmodule
`timescale 1ns / 1ps
module Mux2to1_32bit(Input0, Input1, Sel, Output_Mux);
	input [31:0]Input0;
	input [31:0]Input1;
	input Sel;
	output reg[31:0]Output_Mux;
	always @(Input0, Input1, Sel)
	begin 
		case(Sel)
			1'b0: Output_Mux = Input0;
			1'b1: Output_Mux = Input1;
			default : Output_Mux = 32'bX;
			endcase
		end
endmodule
`timescale 1ns / 1ps
module Mux2to1_5bit(Input0, Input1, Sel, Output_Mux );
	input [4:0]Input0;
	input [4:0]Input1;
	input Sel;
	output reg[4:0]Output_Mux;
	always @(Input0, Input1, Sel)
	begin 
		case(Sel)
			1'b0: Output_Mux = Input0;
			1'b1: Output_Mux = Input1;
			default : Output_Mux = 5'bX;
			endcase
		end
endmodule
`timescale 1ns/1ps
module RegFile32(Read1, Read2, WriteReg, WriteData, clock, RegWrite, Data1, Data2);
	input [4:0] Read1, Read2, WriteReg;
	input [31:0] WriteData;
	input   RegWrite,
		     clock;
	output [31:0] Data1, Data2;
	reg [31:0] RF [31:0];
	assign Data1 = RF [Read1];
	assign Data2 = RF [Read2];
	always @(negedge clock)
	begin
		if(RegWrite == 1 && WriteReg != 5'h000) RF[WriteReg] <=  WriteData;
		RF[0] <= 32'h00000000;
	end
endmodule 
`timescale 1ns / 1ps
module SignExtend_16to32(SE_In, SE_Out);
	input [15:0] SE_In;
	output [31:0] SE_Out;
	assign SE_Out = { {16{SE_In[15]}},SE_In};
endmodule
==> run notes <==
The flow completed. The run finished with clean final reports. The worst setup path is of the flop to output pin kind. Flip-flop and latch count after synthesis landed at around 990. Setup slack of the most critical reg-to-reg path landed at between 15 and 20 ns.

Proportion of power drawn by the clock network landed at ~45%. The worst setup path is captured at an output pin. Fill cell total of the finished layout landed at between 7000 and 8000. In the final report, the number of pins over their slew limit comes to 0. Standard cell area after detailed placement landed at ~57000 um^2. Maximum net fanout on the critical path landed at 7.

Clock latency of the later-clocked register in the worst-skew pair landed at roughly 0.74 ns. Count of max-cap constraint violations landed at 0. The worst pin sits at a relative slew slack of 33.6%.

Per the OpenROAD power report, switching power amounts to roughly 1800 uW. Part of the Yosys area used for sequential elements landed at 56.4%. The post-route report lists met1 wire length as 57.8 mm. Worst clock skew on the final layout landed at around 0.089 ns. Summed over all routing layers, the global router reports a total usage of between 30 and 40%. TritonRoute output was used to compute an average wire per cell of about 32 um.

The main area contributors are edfxtp_1 56%, mux4_2 25%, mux2_2 2.5%, ha_1 2.4%, clkbuf_1 1.1%. Internal power of the cells landed at 3920 uW. Effective utilization at floorplan landed at about half.

The largest register by flop count is RF32.RF. Number of rows in the core area landed at around 120. The congestion estimate from routability-driven global placement came to ~1. The most common cell in the synthesized netlist is edfxtp_1.

Chip area landed at 107000 um^2. Horizontal die dimension landed at 327 um. Met3 wirelength from detailed routing landed at ~33 mm. Count of TritonRoute iterations in the first routing pass landed at 5.

Flip-flop count of the largest register after layout landed at ~1000. roughly 160 I/O pins were placed. Required time of the critical path landed at ~18 ns. The script parses the final routing iteration and logs DRC violations as 0. Worst reg-to-reg path cell count landed at 16. Growth of design area from synthesis to finish landed at 23.5%. Adder and majority cell fraction of the synthesized area landed at 2.49%. For this run the aggregate overflow at the end of global routing stands at 0.

Dividing the synthesized area by the synthesized cell count gives around 17 um^2. Final tally of setup violations landed at 0. Looking at the power breakdown, sequential logic takes 37.6% of the total.

Core area landed at 104000 um^2. In the CTS report, the clock slew at the register clock pins of the worst setup and hold paths is listed as ~0.030 ns. Number of routed nets with antenna violations landed at 0. Number of DRC markers after the initial detailed-route iteration landed at around 2400. Signal arrival time at the worst endpoint landed at 17.95 ns.

Largest net degree at the start of global routing landed at between 60 and 70. The cell sitting at the root of the clock tree is a clkbuf_16. Half-perimeter wire length of the detailed placement result landed at approximately 120 mm. Combinational fraction of design power landed at about 18%.

Yosys cell count landed at a little over 3000. Per the detail_route report, vias per standard cell equal 6.17. Hold buffer count at cts landed at 0.

Endpoints failing hold in the final report were tallied at 0. The worst setup path is launched from a flop. The tool warning count for the run is 1087.

Die boundary height landed at around 330 um. The pin closest to its max-slew limit shows a slew of 0.986 ns. In the synthesized netlist the async set-or-reset flop fraction comes to 0%. Final hold analysis gives a worst-case slack of between 1.5 and 2 ns.

In the final layout, the share of cells above drive strength 1 is between 20% and 30%. The clock drives about 990 sinks. TritonCTS built the clock tree. Switching fraction of total power landed at around 31%.

Looking at area per cell type in the netlist, the leader is edfxtp_1. The first global-routing pass estimated 263 mm of wire. Counting along the longest clock path gives a buffer depth of 3. Yosys printed 5 warnings. Post-layout instance area landed at around 65000 um^2. The analysis reports a worst IR drop on VDD of 0.0715 mV.

Total power normalized to cell area comes to 87.3 nW/um^2. Summing the areas of all and, or, nand and nor instances in the mapped netlist gives ~3.4% of the synthesized area. The routed design uses around 86 mm of met2 wire. For this run, the leading register cell type out of synthesis is edfxtp_1. Across all layers, the routed design uses about 36000 vias. Total CTS buffers landed at 108. Power consumption landed at 5690 uW. Signal nets in the final route climb as high as met5. The largest registers in the layout are RF32.RF: 992 flops. In this run, synthesis inferred between 900 and 1000 flip-flops with an integrated enable. By area, the combinational part of the netlist is dominated by multiplexers.

Number of global-route vias before repair landed at 40300. The cell-mix breakdown from Yosys lists the compound-gate area share as under 10%. Cell area after technology mapping landed at between 50000 and 60000 um^2. Instance tally after logic synthesis landed at ~3100.

In this run the tool buffered the top-level ports with between 150 and 200 buffer cells. Yosys reports that the leading cell type by area covers 56.4% of the netlist area. Adding up every negative setup slack in the final design gives 0 ns. The initial antenna violation count was 2.

In the synthesis report, Yosys lists the chip area as 52800 um^2. The tightest min-delay check is of the flop to flop type. For reference, the mux area share after synthesis is 27.9%. After synthesis, the netlist uses 91 different library cells.

By count the netlist is led by 992 x edfxtp_1, 576 x mux4_2, 151 x clkbuf_1, 134 x inv_1, 127 x nor2_1. In this run the number of H-tree levels came out at 3. Total length of routed wires landed at about 180 mm. Hold analysis shows the worst path with a depth of 7.

In this run, the synthesized area fraction spent on xor and xnor cells is recorded as less than 1%. Total leakage power landed at 0.0259 uW.
## kinds of logic (layout without fill, tap and decap cells)
kind of cell,count (synthesis),count (layout)
DFF,992,992
muxes,737,737
AOI/OAI and AO/OA,452,452
buffers and inverters,394,1716
and+or+nand+nor,373,373
adders and majority gates,104,104
xor gates and xnor gates,26,26
other,0,1
## metal layers
layer	GRT usage, %	vias up
li1	-	15300
met4	15.1	8
met3	32.4	370
met5	3.28	-
met2	53.2	2556
met1	47.0	17500
## path summary, 6_finish.rpt
| kind | endpoint | startpoint |
|---|---|---|
| max | Zero | RF32.RF[29][4] |
| min | RF32.RF[8][5] | RF32.RF[1][5] |
| max reg2reg | RF32.RF[1][18] | RF32.RF[31][0] |
| min reg2reg | RF32.RF[8][5] | RF32.RF[1][5] |
## power groups by stage
stage	registers [uW]	clock network, uW	logic (uW)
after CTS	2140	2620	979
after global routing	2140	2830	1070
final	2140	2550	998
## critical path, stage by stage, from the launching register on
cell and delay [ns]:
edfxtp_1 0.38, mux4_2 0.46, mux4_2 0.53, mux2i_1 0.21, buf_4 0.19, o21a_1 0.16
ha_1 0.37, a21o_1 0.28, a221o_1 0.37, a211oi_4 0.30, o22ai_2 0.17, o41ai_2 0.58
o31ai_1 0.27, o41ai_2 0.29, xnor2_1 0.18, o211ai_2 0.10, buf_4 0.20, nor4_2 0.27
clkdlybuf4s50_1 0.50
## area by class of cell
| cell class | count | area (um^2) | area share [%] |
|---|---|---|---|
| flip-flops and latches | 992 | 29800 | 45.7 |
| inverters | 133 | 499 | 0.766 |
| repair buffers | 390 | 3710 | 5.68 |
| clock inverters | 1084 | 4920 | 7.54 |
| clock buffers | 109 | 2730 | 4.18 |
| well taps | 1380 | 1730 | 2.65 |
| diodes | 1 | 2.50 | 0.00384 |
| multi-input cells | 1692 | 21800 | 33.5 |
## repair_timing
action | in CTS | in global routing
pin swaps | 0 | 5
hold endpoints to repair | 0 | 0
setup endpoints to repair | 1 | 1
buffers inserted | 0 | 2
resized | 3 | 27
## stage by stage
stage,std cells,util [%],setup slack (ns)
final,5781,62.7,0.286
after global routing,5780,62.7,-0.000119
after CTS,5778,62.5,0.00564
after detailed placement,4586,55.2,-0.0728
after global placement,4586,55.2,-0.0972
after floorplan,3078,-,0.316
## layout by cell type (no fill, tap or decap), drive strengths merged, types with 7 or more instances in the layout
master,instances
o21a,40
a21oi,75
o22ai,12
nand3b,7
o21bai,8
nand3,20
nor3,18
mux2,119
a211oi,19
clkinvlp,25
bufinv,24
ha,102
a22o,63
clkbuf,109
nor2b,16
clkdlybuf4s50,148
mux4,576
a31oi,14
a221o,8
xnor2,15
o211ai,15
edfxtp,992
buf,242
mux2i,42
nand4,11
or2,7
a21o,10
xor2,11
and2,8
nor2,128
nand2b,12
clkinv,8
nand2,97
o21ai,78
o31ai,21
nor4,13
inv,1160
or3,9
Power figures rest on the tool's default switching activity, not on a simulated workload.
