### config.mk
export PLATFORM = sky130hd
export DESIGN_NAME = ALU_ALUCntrol
export DESIGN_NICKNAME = ALU_ALUCntrol
export VERILOG_FILES = /design/flow/design.v
export SDC_FILE = /design/flow/constraint.sdc
export NUM_CORES = 4
export LEC_CHECK = 1
export CORE_UTILIZATION = 50
### constraint.sdc
current_design ALU_ALUCntrol

set clk_period 30.5
set clk_io_pct 0.2

create_clock -name clk0 -period $clk_period

set non_clock_inputs [all_inputs -no_clocks]
set_input_delay [expr $clk_period * $clk_io_pct] -clock clk0 $non_clock_inputs
set_output_delay [expr $clk_period * $clk_io_pct] -clock clk0 [all_outputs]
### design.v
`timescale 1ns / 1ps
module ALU(ALU_Ctl, A, B, Output, Zero_Flag);
	input [3:0] ALU_Ctl;
	input [31:0] A, B;
	output reg [31:0] Output;
	output  Zero_Flag;
	always @(ALU_Ctl, A, B) begin
		case(ALU_Ctl)
		4'b0000: Output = A & B;	 
		4'b0001: Output =  A | B;	 
		4'b0010: Output = A + B;	 
		4'b0110: Output = A - B; 	 
		4'b0111: Output = ( A < B ) ? 32'b1 : 32'b0;  
		4'b1100: Output = ~( A | B );  
		default : Output = 32'hX;
		endcase
	end
	assign Zero_Flag = (Output) ? 1'b0 : 1'b1;
endmodule
`timescale 1ns / 1ps
module ALU_ALUCntrol(
input   [5:0] FuncCode,
	input   [1:0] ALU_op,
	input  [31:0] A, B,
	output  [31:0] Output,
	output 		  Zero_Flag
    );
		wire [3:0] ALU_Ctl;
		ALU_Control	a1( FuncCode , ALU_op, ALU_Ctl);
		ALU alu1 ( ALU_Ctl, A, B, Output, Zero_Flag);
endmodule
`timescale 1ns / 1ps
module ALU_Control(FuncCode , ALU_op, ALU_Ctl);
	input [5:0] FuncCode;
	input [1:0] ALU_op;
	output reg[3:0] ALU_Ctl;
	always @(FuncCode, ALU_op) begin
		casex({FuncCode, ALU_op})
		{6'b100000, 2'b10} : ALU_Ctl = 4'b0010;   
		{6'b100010, 2'b10} : ALU_Ctl = 4'b0110;  
		{6'b100100, 2'b10} : ALU_Ctl = 4'b0000;  
		{6'b100101, 2'b10} : ALU_Ctl = 4'b0001;  
		{6'b101010, 2'b10} : ALU_Ctl = 4'b0111;  
		{6'b100111, 2'b10} : ALU_Ctl = 4'b1100;  
		{6'bXXXXXX, 2'b00} : ALU_Ctl = 4'b0010;  
		{6'bXXXXXX, 2'bX1} : ALU_Ctl = 4'b0110;  
		default: ALU_Ctl = 4'bXXXX;
		endcase
	end
endmodule
### run.sh
#!/bin/bash
# OpenROAD 26Q1-2900-gdf79404cd8, Yosys 0.63+post, stock flow scripts
make -C /OpenROAD-flow-scripts/flow DESIGN_CONFIG=/design/flow/config.mk WORK_HOME=/design/flow/orfs finish
==> job_summary.md <==
## Synthesis and layout report

| Metric | Value |
|---|---|
| Final HPWL DP | `about 17,000 µm` |
| Die Span Y | `roughly 110 µm` |
| Die Wd | `roughly 110 µm` |
| Post-route ant nets | `0` |
| Power density over cell area | `19.6 mW/mm²` |
| Worst hold path class | `primary input to primary output` |
| Cells in synth_stat.txt | `913` |
| GP Congestion | `between 1 and 1.5` |
| Cell resize tally after clock tree synthesis | `0` |
| Max cap viols | `0` |
| Reg area | `0 µm²` |
| Setup Viol. Count Final | `0` |
| Routed wire length | `approximately 21,000 µm` |
| Met1 usage | `51.6%` |
| Setup crit end kind | `primary output` |
| Crit share post-route | `between 50% and 60%` |
| Diodes inserted | `0` |
| Fin crit period | `16.88 ns` |
| Max-slew violations | `0` |
| Crit. Startpoint | `B[0]` |
| GRT met2 Usage | `49.3%` |
| Final core utilization | `around three fifths` |
| Row count | `39` |
| Final Non-Filler Cells | `about 1,100` |
| Final Worst Setup Slack | `about 14 ns` |
| Count of different cell masters after synthesis | `around 76` |
| Lkg Pwr | `about 0.0032 µW` |
| RSZ-0062 raised after global routing | `no` |
| Placed Instance Area | `0.00708 mm²` |
| Busiest grt layer | `met1` |
| Setup TNS | `0 ns` |
| Max-area cell share | `21.7%` |
| Core area | `around 0.012 mm²` |
| Setup bufs post-CTS | `0` |
| Rel. slew slack | `between 30% and 40%` |
| Yosys warns | `2` |
| Tool warnings | `approximately 110` |
| Status | `completed` |
| Die Size | `0.0124 mm²` |
| Synth Instances | `a little over 900` |
| Routed vias | `7,177` |
| Gr usage total | `34.0%` |
| Critical path peak fanout | `5` |
| Final Hold Fails | `0` |
| Initial antenna violation count | `0` |
| Synth top cell by count | `nor2_1` |
| # DRC | `0` |
| Vias in the first global route | `between 6,000 and 7,000` |
| Syn Area/Cell | `~6.6 µm²` |
| Cell area after layout | `slightly above 0.007 mm²` |
| Synth area leader | `ha_1` |
| Max VDD drop | `0.0112 mV` |
| Drt initial violations | `a little over 700` |
| GR Overflow Total | `0` |
| Hold buffers post-CTS | `0` |
| Biggest area cells | `ha_1 22%, a21oi_1 7.7%, nor2_1 6.6%` |
| 1st-pass router iterations | `24` |
| Fp_density | `52.0%` |
| Synthesized cell area | `around 0.006 mm²` |
| Largest net degree at the start of global routing | `38` |
| Area Growth Syn to Fin | `18.3%` |
| CP Data Required Time | `approximately 24 ns` |
| Crit path kind | `primary input to primary output` |
| Worst Hold Launch | `B[31]` |
| Slew @ Worst Pin | `approximately 0.9 ns` |
| CP arrival | `between 10 and 15 ns` |
| # port buffers | `between 100 and 150` |
| Boundary Pins | `roughly 110` |
| Startpoint types | `primary input` |
| Global routing usage on met3 | `under 10%` |
| First-pass GRT wire length | `33,800 µm` |
| # clk buffers | `0` |
| Fmax | `around 0.059 GHz` |
| Layout cell share with drive strength beyond 1 | `4.18%` |
| Vias per inst | `6.39` |
| Wire length per cell | `around 19 µm` |
| Post-synth top cells | `106 x nor2_1, 104 x ha_1, 99 x inv_1` |
| Registers | `0` |
| Place WS | `around 14 ns` |
| Placed Instances | `around 1,100` |
| Yosys stat area | `between 0.005 and 0.006 mm²` |
| Post-synth seq share | `0%` |
[cell families (layout without fill, tap and decap cells)]
logic type	count (synthesis)	in the layout	synth area share, %
AND-OR/OR-AND	325	325	37.7
XOR/XNOR	41	41	6.00
adder cells (fa/ha/maj)	106	106	22.4
buffers and inverters	149	216	9.83
multiplexers	5	5	0.837
AND/OR/NAND/NOR	287	287	23.2
[metal layers]
metal  vias to the layer above  wire, µm
met2                       477      8450
met1                      3197      8920
met3                        45      2900
met4                         0       536
met5                         -         0
li1                       3458         -
[worst paths after layout]
path / cells after the start / end / slack [ns]
hold / removal: 5 / Output[31] / 13.40
setup / recovery: 16 / Zero_Flag / 13.62
[layout by cell type, fill, tap and decap left out, types with 9 or more instances in the layout]
master and count:
o211ai_1 16, clkdlybuf4s50_1 104, inv_1 99, xnor2_1 27, o21ai_0 43, a2111oi_0 9, a211oi_1 10, ha_1 104
nand3_1 22, buf_4 9, nor2b_1 12, o31ai_1 9, nor2_1 106, a31oi_1 18, a21oi_1 91, nand4_1 9
xor2_1 14, nand2b_1 14, a22oi_1 10, nor3_1 26, a21o_1 15, nand2_1 51
[report_power, final]
part	switching, µW	internal, µW
logic	77.9	60.8
registers	0	0
clock network	0	0
total	77.9	60.8
[metrics by stage]
stage / total power [µW] / hold slack, ns
floorplan: 84.3 / 12.41
global placement: 135 / 13.39
detailed placement: 135 / 13.40
CTS: 136 / 13.41
global route: 152 / 13.47
finish: 139 / 13.40
[critical path, stage by stage]
cell and delay, ns:
clkdlybuf4s50_1 0.53, ha_1 0.26, inv_1 0.07, fa_1 0.39
nand2b_1 0.21, a2111oi_4 0.50, o21ai_1 0.19, a2111oi_1 0.57
or3b_1 0.32, mux2i_1 0.22, a21oi_1 0.10, nor4_1 0.33
nand4b_1 0.22, nor2_1 0.14, nor3b_2 0.15, clkdlybuf4s50_1 0.47
[final cells by class]
type | count | area (µm²)
well taps | 143 | 179
repair buffers | 114 | 1110
fillers | 1043 | 4440
multi-input cells | 764 | 5400
inverters | 102 | 383
No activity file was given, so power comes from the tool's default toggle rates.
